==> design/flow/design.v <==
module freq_divider
#(
	parameter FREQ_DIV = 10		 
)
(
	input clk,
	input rst,
	input ena,
	output reg q
);
	integer count;
	always @ (posedge clk or posedge rst) begin
		if(rst) begin
			count <= 0;	
			q <= 0;
		end else if(ena) begin
			count <= count + 1;		 
			if(count == (FREQ_DIV/2)-1) begin
				count <= 0;
				q <= !q;	
			end	
		end else begin
			count <= count;
			q <= q;
		end
	end
endmodule
==> design/flow/run.sh <==
#!/bin/bash
# OpenROAD 26Q1-2900-gdf79404cd8, Yosys 0.63+post, stock flow scripts
make -C /OpenROAD-flow-scripts/flow DESIGN_CONFIG=/design/flow/config.mk WORK_HOME=/design/flow/orfs finish
==> design/flow/config.mk <==
export PLATFORM = sky130hd
export DESIGN_NAME = freq_divider
export DESIGN_NICKNAME = freq_divider
export VERILOG_FILES = /design/flow/design.v
export SDC_FILE = /design/flow/constraint.sdc
export NUM_CORES = 4
export LEC_CHECK = 1
export CORE_UTILIZATION = 40
==> design/flow/constraint.sdc <==
current_design freq_divider

set clk_period 4.5
set clk_io_pct 0.2

create_clock -name clk0 -period $clk_period [get_ports {clk}]

set non_clock_inputs [all_inputs -no_clocks]
set_input_delay [expr $clk_period * $clk_io_pct] -clock clk0 $non_clock_inputs
set_output_delay [expr $clk_period * $clk_io_pct] -clock clk0 [all_outputs]
==> flow_summary.toml <==
# generated from flow reports
[power]
peakVddDrop_mv = 0.240
leakage_nw = 0.805
power_density_nw_per_um2 = 375

[cts]
cts_hold_repair.buffers = 0
cts_setup_buffers = 0
cts_root_buf = "clkbuf_8"
clkTransAtPathRegs_ns = 0.06
cts_tree = "yes"
numCtsBuffers = 5
insertion_delay_ns = 0.28
cts_buffer_depth = 2
cts_resized = 0
htree_levels = 2
clock_sinks = 33

[place]
io_buffers = 3
gp_congestion = 0.820
dpl.hpwl_um = 2020
post-place-cells = 201

[sta]
grt_setup_unrepaired = "no"
finalClockPeriodUsage = 0.545
layout_min_cycle_time_ns = 2.45
maxSlewHeadroom = 0.573
fin_skew_ns = 0.00571
setup_viol_count_final = 0
tightest_slew_ns = 0.636
max_freq_ghz = 0.408
hold_viol = 0
tns_ns = 0
drv_slew = 0

[die]
io_pins = 4
fp.dieH_um = 66.0
fp.coreArea_sq_um = 3800
placementRows = 22
initCoreUtil = 0.432
fp.dieArea_sq_um = 4360
fp.dieW_um = 66.0

[finish]
utilization = 0.478
area_delta_synth_final_pct = 10.7
drive_gt1_frac = 0.0932
fillers = 349
finalNonFillerCells = 209

[synth]
synth_cell_types = 22
ys.flop_type = "dfrtp_1"
ys_seq_frac = 0.503
avgSynthCellArea_sq_um = 10.9
synth_warnings = 1
ys_cells = 150
ys_async_sr_fraction = 1.00
ys_seq_elements = 33
yosys.stat.chipArea_sq_um = 1640
syn-cell-area_sq_um = 1640
synthCells = 150
edf_count = 0

[detailed_routing]
vias = 1118
met2RoutedLength_um = 1270
drt_first_pass_iters = 4
wl_per_cell_um = 13.8
drt_iter0_markers = 49
wl_met3_um = 94
detail-route-antenna-nets = 0
wl_um = 2880
top_layer_used = "met4"
wl_met1_um = 1480
drc = 0
avgViaCountPerCell = 5.35
antenna_cells = 0

[run]
max_cap_violations = 0
warnings = 26

[setup_path]
cp.arrival_ns = 2.65
r2r_slack_ns = 2.59
r2r_start = "count[0]"
criticalPathCategory = "input pin to flop"
cp_max_fo = 8
endpoint_kind = "flop"
r2r_end = "q"
cp-start-kind = "input pin"
reg2reg_depth = 6
required_ns = 4.70

[worst_hold_path]
hold_end = "count[31]"
hp-start = "count[31]"
hp-class = "flop to flop"
whs_path_depth = 1

[global_routing]
gr-usage-all-layers = 0.161
grt_pass1_vias = 1157
grt_max_degree = 18
grt_pass1_wl_um = 5280
grt-ovfl-total = 0
antenna_found_initial = 0

[run_status]
status = "completed"
how the worst max path moves through the flow:
stage / slack [ns] / to / from / cells after the start
4_1_cts: 2.04 / count[31] / ena / 5
5_1_grt: 1.88 / count[31] / ena / 5
6_report: 2.05 / count[31] / ena / 5
cell usage in the layout (no fill, tap or decap):
| cell type | Yosys | final |
|---|---|---|
| and2_1 | 1 | 1 |
| and3_1 | 4 | 4 |
| and4_1 | 4 | 4 |
| buf_4 | 0 | 2 |
| clkbuf_1 | 0 | 3 |
| clkbuf_8 | 0 | 5 |
| clkdlybuf4s50_1 | 0 | 3 |
| dfrtp_1 | 33 | 33 |
| ha_1 | 2 | 2 |
| inv_1 | 8 | 8 |
| mux2i_1 | 1 | 1 |
| nand2_1 | 12 | 12 |
| nand3_1 | 10 | 10 |
| nand4_1 | 12 | 12 |
| nand4_2 | 1 | 1 |
| nand4_4 | 1 | 1 |
| nor2_1 | 10 | 10 |
| nor3_1 | 3 | 3 |
| nor3_2 | 3 | 3 |
| nor4_1 | 7 | 7 |
| nor4_4 | 2 | 2 |
| nor4b_1 | 1 | 1 |
| or4_4 | 1 | 1 |
| xnor2_1 | 24 | 24 |
| xor2_1 | 8 | 8 |
registers in the layout, indices dropped and copies added (netlist names):
signal / cells
q: 1
count: 32
cell usage after synthesis (2+ instances only):
library cell,count,area (sq um)
dfrtp_1,33,826
nand3_1,10,50.1
nor4_1,7,43.8
ha_1,2,25.0
inv_1,8,30.0
nor2_1,10,37.5
and3_1,4,25.0
nand2_1,12,45.0
nor4_4,2,42.5
nor3_2,3,30.0
nand4_1,12,75.1
buf_2,2,10.0
xnor2_1,24,210
nor3_1,3,15.0
and4_1,4,35.0
xor2_1,8,70.1
layout make-up:
type	instances	area, sq um	area share
Timing Repair Buffer	5	45.0	0.0248
Multi-Input combinational cell	107	774	0.427
Tap cell	48	60.1	0.0331
Sequential cell	33	826	0.455
Clock buffer	8	80.1	0.0441
Inverter	8	30.0	0.0165
metrics by stage:
step | total power (W) | area, sq um | setup slack, ns | hold WS, ns
2_1_floorplan | 0.000452 | 1640 | 2.38 | 0.420
3_3_place_gp | 0.000475 | 1740 | 1.80 | 0.455
3_5_place_dp | 0.000477 | 1740 | 1.76 | 0.460
4_1_cts | 0.000688 | 1820 | 2.04 | 0.475
5_1_grt | 0.000722 | 1820 | 1.88 | 0.497
6_report | 0.000681 | 1820 | 2.05 | 0.469
power breakdown:
part	switching (W)	internal, W
combinational	0.0000501	0.0000460
sequential	0.0000485	0.000328
clock	0.0000990	0.000110
layer usage:
metal	up-vias	track usage
met5	-	0
met4	0	0.0239
met3	5	0.0385
met2	16	0.237
met1	549	0.254
li1	548	-
worst max-delay path, stage by stage:
cell	delay, ns
clkdlybuf4s50_1	0.63
nand4_4	0.17
nor4_4	0.51
and4_1	0.29
xor2_1	0.15
cell families (layout without fill, tap and decap cells):
kind of cell | count (synthesis) | in the layout | share of synthesized area
XOR/XNOR | 32 | 32 | 0.171
AND/OR/NAND/NOR | 72 | 72 | 0.280
flip-flops | 33 | 33 | 0.503
buffers and inverters | 10 | 21 | 0.0244
adder cells (fa/ha/maj) | 2 | 2 | 0.0153
multiplexers | 1 | 1 | 0.00610
Power and IR drop assume default switching activity.
